**./run.sh**
```bash
#!/bin/bash
# OpenROAD 26Q1-2900-gdf79404cd8, Yosys 0.63+post, stock flow scripts
make -C /OpenROAD-flow-scripts/flow DESIGN_CONFIG=/design/flow/config.mk WORK_HOME=/design/flow/orfs finish
```
**./config.mk**
```make
export PLATFORM = sky130hd
export DESIGN_NAME = overflow_adder
export DESIGN_NICKNAME = overflow_adder
export VERILOG_FILES = /design/flow/design.v
export SDC_FILE = /design/flow/constraint.sdc
export NUM_CORES = 4
export LEC_CHECK = 1
export CORE_AREA = 10 10 70 70
export DIE_AREA = 0 0 80 80
```
**./constraint.sdc**
```tcl
current_design overflow_adder

set clk_period 3.3
set clk_io_pct 0.2

create_clock -name clk0 -period $clk_period

set non_clock_inputs [all_inputs -no_clocks]
set_input_delay [expr $clk_period * $clk_io_pct] -clock clk0 $non_clock_inputs
set_output_delay [expr $clk_period * $clk_io_pct] -clock clk0 [all_outputs]
```
**./design.v**
```verilog
`timescale 1ns / 1ps
module fulladder(
    input A,
    input B,
    input Cin,
    output Sum,
    output Cout
    );
    wire Net1,Net2,Net3;
    xor u0(Net1,A,B);
    xor u1(Sum,Net1,Cin);
    and u2(Net2,A,B);
    and u3(Net3,Net1,Cin);
    or u5(Cout,Net2,Net3);
endmodule
`timescale 1ns / 1ps
module overflow_adder(
    input M,
    input [3:0] A,
    input [3:0] B,
    output [4:0] C,
    output V
);
wire [3:0]X;
wire [4:1]Ca;
assign X[0] = B[0]^M;
assign X[1] = B[1]^M;
assign X[2] = B[2]^M;
assign X[3] = B[3]^M;
fulladder f0(.A(A[0]),.B(X[0]),.Cin(M),.Sum(C[0]),.Cout(Ca[1]));
fulladder f1(.A(A[1]),.B(X[1]),.Cin(Ca[1]),.Sum(C[1]),.Cout(Ca[2]));
fulladder f2(.A(A[2]),.B(X[2]),.Cin(Ca[2]),.Sum(C[2]),.Cout(Ca[3]));
fulladder f3(.A(A[3]),.B(X[3]),.Cin(Ca[3]),.Sum(C[3]),.Cout(Ca[4]));
xor(V,Ca[3],Ca[4]);
assign C[4] = Ca[4];
endmodule
```
==> flow_summary.json <==
{
  "fillers": 400,
  "relSlewSlack_pct": 86.82,
  "wl_per_cell_um": 7.213,
  "grt_pass1_vias": 185,
  "drive_gt1_share_pct": 38.24,
  "dr.pass1.iters": 2,
  "worst_slack_ns": 0.03641,
  "preCtsSetupSlack_ns": -0.5241,
  "min_period_ns": 3.264,
  "finalMaxSlewViolations": 0,
  "p_per_area_nw_per_um2": 191.7,
  "fp_util_pct": 4.982,
  "grtUsageTotal_pct": 1.785,
  "postPlaceCellArea_um2": 362.8,
  "die-area_um2": 6400,
  "die_h_um": 80,
  "synth_cell_type_count": 6,
  "die_x_um": 80,
  "rows": 21,
  "hpwl_um": 510.2,
  "finalClockPeriodUsage_pct": 98.90,
  "top_cells_by_area": "fa_1 (35%), buf_4 (22%), xnor2_1 (15%)",
  "power_leakage_nw": 0.1587,
  "peakVddDrop_v": 0.00009120,
  "grt_max_degree": 4,
  "end_kind": "primary output",
  "antenna_left": 0,
  "synth_area_um2": 170.2,
  "holdPathStages": 3,
  "setup_viol": 0,
  "hold_viol_final": 0,
  "hold_class": "in -> out",
  "grt_pass1_wl_um": 883,
  "nClkBuffers": 0,
  "yosysWarnings": 0,
  "yosys-top-cells-count": "buf_4 (5), inv_1 (5), fa_1 (3), xnor2_1 (3), xor2_1 (2)",
  "gp_congestion": 0.8359,
  "min_from": "A[0]",
  "diodes": 0,
  "ys_area_um2": 170.2,
  "top_area_share_pct": 35.29,
  "crit_fanout": 2,
  "antenna_found_initial": 0,
  "fin_cells": 80,
  "wl_met3_um": 175,
  "place_inst": 78,
  "wl_met1_um": 276,
  "fp.coreArea_um2": 3416,
  "warnings": 33,
  "arrival_ns": 2.60,
  "ys_cells": 19,
  "utilization_pct": 11.39,
  "seq_cells": 0,
  "grt_overflow": 0,
  "required_ns": 2.64,
  "met2_wirelength_um": 125,
  "regArea_um2": 0,
  "ys_seq_share_pct": 0,
  "worstHoldEndpoint": "C[0]",
  "worstMarginPinSlew_ns": 0.1938,
  "drtIter0Drc": 1,
  "drt-total-wl_um": 577,
  "syn_inst": 19,
  "vias": 159,
  "syn_to_final_growth_pct": 128.7,
  "finalSetupTns_ns": 0,
  "design_area_um2": 389.1,
  "io_pins": 15,
  "rsz0062_at_grt": "no",
  "cp-start-kind": "input port",
  "top_layer": "met3",
  "status": "complete, no violations",
  "top_area_cell": "fa_1",
  "clock.fmax_mhz": 306.4,
  "synth.avg_cell_area_um2": 8.956,
  "critPathKind": "in -> out",
  "io_buffer_count": 15,
  "drc": 0,
  "vias_per_cell": 1.988,
  "cap_violations": 0
}
[worst max-delay path: stages]
cell	delay (ns)
clkdlybuf4s50_1	0.46
inv_1	0.05
fa_2	0.36
fa_2	0.36
inv_2	0.07
fa_2	0.42
clkdlybuf4s15_1	0.22
[power breakdown]
part	internal, mW	leakage, nW	switching, mW
registers	0	0	0
clock network	0	0	0
logic	0.0496	0.159	0.0250
[what timing repair did]
item                                    in CTS  in global routing
pin swaps                                    3                  1
buffers inserted                             2                  0
hold buffers                                 0                  0
hold endpoints to repair                     0                  0
resized                                     15                  4
endpoints found under the setup margin       4                  2
[layout by cell type, fill, tap and decap left out]
master	n
mux2i_2	1
inv_2	1
buf_4	5
dlygate4sd2_1	3
clkdlybuf4s15_1	2
inv_1	4
clkbuf_2	1
xor2_1	2
xnor2_2	1
clkdlybuf4s15_2	1
fa_2	3
xnor2_1	2
clkdlybuf4s50_1	8
[cells by family after synthesis]
family                   after synthesis  share of synthesized area, %
buffers and inverters                 10                         33.09
XOR/XNOR                               5                         25.74
adder cells (fa/ha/maj)                3                         35.30
multiplexers                           1                         5.883
[area by class of cell]
type / count / area (um2) / area share, %
multi-input combinational: 9 / 132.6 / 34.08
tap: 46 / 57.56 / 14.79
timing repair buffer: 20 / 180.2 / 46.30
inverter: 5 / 18.77 / 4.823
[worst max-delay path by stage]
stage / start / to / slack [ns]
4_1_cts: A[1] / C[3] / -0.004
6_report: A[1] / C[3] / 0.04
5_1_grt: A[1] / C[3] / 0.01
[metal layers]
layer	GRT usage (%)	up-vias
met2	1.926	15
met4	0	0
met5	0	-
met1	2.667	66
li1	-	78
met3	1.477	0
[per-stage QoR]
stage | hold WS [ns] | total power [mW]
2_1_floorplan | 1.469 | 0.03462
3_3_place_gp | 2.288 | 0.07246
3_5_place_dp | 2.285 | 0.07241
4_1_cts | 2.022 | 0.07457
5_1_grt | 2.088 | 0.08241
6_report | 2.037 | 0.07461
Power is estimated from default activity; no workload was simulated.
