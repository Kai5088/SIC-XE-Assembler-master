[/design/flow/config.mk]
export PLATFORM = sky130hd
export DESIGN_NAME = elevator
export DESIGN_NICKNAME = elevator
export VERILOG_FILES = /design/flow/design.v
export SDC_FILE = /design/flow/constraint.sdc
export NUM_CORES = 4
export LEC_CHECK = 1
export CORE_AREA = 10 10 70 70
export DIE_AREA = 0 0 80 80
[/design/flow/constraint.sdc]
current_design elevator

set clk_period 3.3
set clk_io_pct 0.2

create_clock -name clk0 -period $clk_period [get_ports {clk}]

set non_clock_inputs [all_inputs -no_clocks]
set_input_delay [expr $clk_period * $clk_io_pct] -clock clk0 $non_clock_inputs
set_output_delay [expr $clk_period * $clk_io_pct] -clock clk0 [all_outputs]
[/design/flow/design.v]
`timescale 1ns / 1ps
module elevator(
    input clk,
    input [3:0] requestFloor,
    output reg [3:0] currentFloor = 4'b0001
    );
    always @ (posedge clk) begin
        if (requestFloor < currentFloor)
            currentFloor <= currentFloor - 1;
        else if (requestFloor > currentFloor)
            currentFloor <= currentFloor + 1;
     end
endmodule
[/design/flow/run.sh]
#!/bin/bash
# OpenROAD 26Q1-2900-gdf79404cd8, Yosys 0.63+post, stock flow scripts
make -C /OpenROAD-flow-scripts/flow DESIGN_CONFIG=/design/flow/config.mk WORK_HOME=/design/flow/orfs finish
==> flow_metrics.env <==
# yosys + openroad results
export IMPL_tns_ps=0
export IMPL_path_delay_family="adder cells"
export IMPL_cts_buffers=3
export IMPL_grt_max_degree=5
export IMPL_areaGrowthSynthToFinish_pct=49.6
export IMPL_rows=21
export IMPL_whs_endpoint="currentFloor[0]$_DFFE_PP_"
export IMPL_ys_warn_count=1
export IMPL_yosys_area_um2=338
export IMPL_largest_register_ffs=4
export IMPL_power_leakage_uw=0.000236
export IMPL_placed_area_um2=483
export IMPL_cp_data_arrival_time_ps=2690
export IMPL_core_um2=3420
export IMPL_worstSetupPathType="input port to flip-flop"
export IMPL_regToRegStartpoint="currentFloor[1]$_DFFE_PP_"
export IMPL_maxCapViolCount=0
export IMPL_track_usage=0.0249
export IMPL_dp_hpwl_um=610
export IMPL_vdd_ir_drop_max_mv=0.145
export IMPL_antenna_cells=0
export IMPL_io_buffers=8
export IMPL_cp_data_required_time_ps=3270
export IMPL_fin_area_um2=505
export IMPL_finalNonFillerCells=87
export IMPL_place_gp_congestion=0.759
export IMPL_yosys_cells=29
export IMPL_drt_total_wl_um=715
export IMPL_warning_count=25
export IMPL_postCtsSetupRepairBufs=0
export IMPL_die_h_um=80
export IMPL_cts_hold_buf=0
export IMPL_crit_path_end_kind="flip-flop"
export IMPL_powerDensity_nw_per_um2=1030
export IMPL_whs_path_depth=1
export IMPL_finalPower_uw=521
export IMPL_skew_ps=0.633
export IMPL_drive_gt1_frac=0.122
export IMPL_slowest_delay_ps=410
export IMPL_setup_viol=0
export IMPL_drt_iter0_drc=2
export IMPL_reg2reg_to="currentFloor[3]$_DFFE_PP_"
export IMPL_rsz0062_at_grt="no"
export IMPL_via_per_inst=2.70
export IMPL_wl_per_cell_um=8.22
export IMPL_pin_count=9
export IMPL_syn_area_um2=338
export IMPL_vias=235
export IMPL_dr_pass1_iters=2
export IMPL_utilization=0.148
export IMPL_hold_path_class="flip-flop to flip-flop"
export IMPL_worstRegToRegCells=8
export IMPL_cp_cell_sequence="clkdlybuf4s50_1 -> ha_1 -> and4b_1 -> a211oi_2 -> ha_1 -> a21o_1 -> a21oi_1 -> xnor3_1"
export IMPL_antenna_left=0
export IMPL_clk_path_buf_depth=2
export IMPL_clk_latency_ps=230
export IMPL_cpMostUsedCell="ha_1"
export IMPL_synth_cell_type_count=12
export IMPL_regMostFlops="currentFloor"
export IMPL_die_area_um2=6400
export IMPL_cts_sinks=4
export IMPL_fin_crit_sh=0.825
export IMPL_drc_errors=0
export IMPL_initCoreUtil=0.0989
export IMPL_final_cell_mix="8 x inv_1, 8 x clkdlybuf4s50_1, 6 x ha_1"
export IMPL_tightest_slew_ps=213
export IMPL_avgSynthCellArea_um2=11.6
export IMPL_cts_tree="built"
export IMPL_clk_pin_slew_worst_paths_ps=30
export IMPL_maxSlewViolCount=0
export IMPL_crit_fanout=4
export IMPL_grt_overflow=0
export IMPL_antenna_found_initial=0
export IMPL_max_freq_mhz=367
export IMPL_reg_top3="currentFloor x4"
export IMPL_synth_cells=29
export IMPL_path_buffers=1
export IMPL_cts_resized=0
export IMPL_grt_pass1_wl_um=1250
export IMPL_status="completed"
export IMPL_die_w_um=80
export IMPL_finalHoldViolCount=0
export IMPL_ff2ff_setup_slack_ps=970
export IMPL_h_tree_depth=1
export IMPL_ys_seq_share=0.356
export IMPL_cts_root_buf="clkbuf_4"
export IMPL_numPlacedInstances=84
export IMPL_min_period_ps=2720
export IMPL_slew_headroom=0.858
export IMPL_cp_start_kind="input port"
export IMPL_min_from="currentFloor[0]$_DFFE_PP_"
export IMPL_synth_flops=4
export IMPL_crit_slowest_cell="clkdlybuf4s50_1"
export IMPL_grt_pass1_vias=286
cell type report:
class | count | area (um2)
sequential | 4 | 120
tap | 46 | 57.6
timing repair buffer | 9 | 87.6
clock buffer | 3 | 22.5
fill | 392 | 2910
multi-input combinational | 17 | 188
inverter | 8 | 30.0
cell usage after synthesis:
| cell | instances | area [um2] |
|---|---|---|
| a21oi_1 | 2 | 10.0 |
| xnor2_1 | 1 | 8.76 |
| a21o_1 | 2 | 15.0 |
| fa_1 | 1 | 20.0 |
| and4b_1 | 1 | 10.0 |
| a211o_1 | 1 | 8.76 |
| edfxtp_1 | 4 | 120 |
| xnor3_1 | 1 | 22.5 |
| a211oi_2 | 1 | 12.5 |
| inv_1 | 8 | 30.0 |
| nand3_1 | 1 | 5.00 |
| ha_1 | 6 | 75.1 |
cell families (layout without fill, tap and decap cells):
group,after synthesis,after routing,share of synthesized area
adder cells (fa/ha/maj),7,7,0.281
AND-OR/OR-AND,6,6,0.137
flip-flops,4,4,0.356
AND/OR/NAND/NOR,2,2,0.0444
XOR/XNOR,2,2,0.0926
buffers and inverters,8,20,0.0889
layer usage:
layer  track usage  vias to the layer above  wire length, um
met1        0.0311                      101              339
met2        0.0369                        5              322
met5             0                        -                0
met3        0.0125                        2               49
li1              -                      127                -
met4       0.00704                        0                4
report_power, final:
| part | switching (uW) | internal [uW] |
|---|---|---|
| Combinational | 133 | 193 |
| Clock | 16.7 | 40.4 |
| Sequential | 23.2 | 115 |
| Total | 173 | 348 |
through the flow:
| step | worst slack [ps] | hold slack, ps |
|---|---|---|
| 6_report | 576 | 682 |
| 5_1_grt | 461 | 732 |
| 4_1_cts | 580 | 681 |
| 3_5_place_dp | 342 | 668 |
| 3_3_place_gp | 360 | 662 |
| 2_1_floorplan | 738 | 589 |
worst reg2reg max path: cells and delay by family, from the launching register on:
family                     cells  cell delay [ps]
buffers and inverters          1              140
adders and majority gates      2              520
AOI/OAI and AO/OA              3              570
xor gates and xnor gates       1              220
DFF                            1              410
and+or+nand+nor                1              220
worst max path at each step:
stage | startpoint | to | cells past startpoint
global route | requestFloor[3] | currentFloor[3]$_DFFE_PP_ | 8
CTS | requestFloor[3] | currentFloor[3]$_DFFE_PP_ | 8
finish | requestFloor[3] | currentFloor[3]$_DFFE_PP_ | 8
